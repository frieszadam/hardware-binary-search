--- ./run.sh ---
#!/bin/bash
# OpenROAD 26Q1-2900-gdf79404cd8, Yosys 0.63+post, stock flow scripts
make -C /OpenROAD-flow-scripts/flow DESIGN_CONFIG=/design/flow/config.mk WORK_HOME=/design/flow/orfs finish
--- ./constraint.sdc ---
current_design seg7_en

set clk_period 1.6
set clk_io_pct 0.2

create_clock -name clk0 -period $clk_period

set non_clock_inputs [all_inputs -no_clocks]
set_input_delay [expr $clk_period * $clk_io_pct] -clock clk0 $non_clock_inputs
set_output_delay [expr $clk_period * $clk_io_pct] -clock clk0 [all_outputs]
--- ./design.v ---
module seg7_en (hex, en, leds);
	input  logic [3:0] hex;
	input logic en;
	output logic [6:0] leds;
	logic [6:0] num;
	always_comb begin
		case (hex)
			4'h0: num = 7'b1000000;
			4'h1: num = 7'b1111001;
			4'h2: num = 7'b0100100;
			4'h3: num = 7'b0110000;
			4'h4: num = 7'b0011001;
			4'h5: num = 7'b0010010;
			4'h6: num = 7'b0000010;
			4'h7: num = 7'b1111000;
			4'h8: num = 7'b0000000;
			4'h9: num = 7'b0010000;
			4'hA: num = 7'b0001000;
			4'hB: num = 7'b0000011;
			4'hC: num = 7'b1000110;
			4'hD: num = 7'b0100001;
			4'hE: num = 7'b0000110;
			4'hF: num = 7'b0001110;
      endcase
	end   
	assign leds = en ? num: 7'b1111111;
endmodule   
--- ./config.mk ---
export PLATFORM = sky130hd
export DESIGN_NAME = seg7_en
export DESIGN_NICKNAME = seg7_en
export VERILOG_FILES = /design/flow/design.v
export SDC_FILE = /design/flow/constraint.sdc
export NUM_CORES = 4
export LEC_CHECK = 1
export CORE_AREA = 10 10 70 70
export DIE_AREA = 0 0 80 80
==> flow_results.org <==
#+TITLE: Implementation results

** Detailed routing
- Via count :: 346
- The pre-antenna-repair detailed-routing pass consisted of 2 iterations.
- Drc violations :: 0
- In the post-route report, total wirelength is listed as 987 um.
- Per the detail_route report, vias per standard cell equal 3.33.
- TritonRoute output was used to compute an average wire per cell of 9.49 um.
- Iter 0 DRT Violations :: 27
- Per the detail_route report, inserted antenna diodes total 0.
- Detail Route Antenna Nets :: 0

** Cells and area
- Layout Area Growth over Synthesis :: 92.6%
- The post-route netlist has 48.3% of its cells at a drive strength greater than 1.
- Once layout is complete, the cells apart from fillers number 104.
- The sequential cells in the finished layout cover a total of 0 um2.
- Fill cells in the final layout number 375.
- After layout, the clock buffer instance count stands at 0.
- Fin area :: 586 um2
- The number of sequential cells reported for the layout is 0.
- End-of-flow core utilization :: 17.1%

** Floorplanning
- Total die size :: 6400 um2
- 12 I/O pins were placed.
- Measured along the x axis, the die boundary spans 80 um.
- Std-Cell Core Area :: 3420 um2
- Chip Height :: 80 um
- Before placement the cells fill 8.90% of the core.
- The floorplan has 21 rows.

** Worst setup path
- The worst setup path is launched from an input pin.
- The critical path in this run is classified as in2out.
- Required time reported for the critical path endpoint :: 1.28 ns
- The worst setup path is captured at a primary output.
- STA lists the maximum fanout along the critical path as 5.
- At the worst endpoint, the arrival time is 1.23 ns.

** Timing
- The transition time recorded at the tightest slew-check pin is 0.230 ns.
- Max-slew violations :: 0
- Max Freq :: 645 MHz
- Endpoints with negative setup slack in the final report add up to 0.
- Setup slack on the critical path of the routed design comes to 0.0501 ns.
- The worst-case max-slew headroom was logged as 84.4%.
- Number of endpoints with negative hold slack in the final report :: 0
- Share of the clock period used by the worst path :: 96.9%
- Time the final worst path needs with I/O delays and setup :: 1.55 ns
- Final hold analysis gives a worst-case slack of 1.08 ns.

** Placement
- Logged for this run, the post-placement worst setup slack is -0.852 ns.
- Detailed placement reports a standard cell area of 541 um2.
- Total placed cells including tap cells :: 103
- Number of buffer cells added on primary ports :: 12
- Final HPWL from detailed placement :: 783 um
- Per the gpl log, the routability congestion estimate is 0.895.

** Synth
- Post-synthesis chip area from yosys :: 304 um2
- Synthesis produced 37 cells.
- Counting distinct cell types in the post-synthesis netlist gives 19.
- Yosys warning tally :: 1
- After synthesis, flip-flops and latches occupy 0% of the total area.
- The most common cell in the synthesized netlist is ha_1.
- Yosys reports that the most numerous cell types are 7 x ha_1, 5 x mux2i_1, 4 x inv_1.
- Yosys top cell by area :: ha_1
- Syn_area_per_cell :: 8.22 um2
- Cell types occupying the most area after synthesis :: ha_1 29%, mux2i_1 16%, a32oi_1 5.8%, o31a_1 5.8%, inv_1 4.9%
- Summed over its instances, the top area cell type makes up 28.8% of the synthesized netlist area.
- The mapped netlist covers 304 um2.
- Number of cells in the yosys synthesis report :: 37

** Power and ir drop
- Looking at the power breakdown, sequential logic takes 0% of the total.
- Share of power burned in the clock network :: 0%
- Part of the total power dissipated in combinational logic :: 100.0%
- Switching portion of total power :: 43.4%
- Net switching power figure :: 54.4 uW
- Internal power contribution :: 70.9 uW
- Leakage power figure :: 0.240 nW
- Per the summary, power density relative to cell area is 214 nW/um2.
- Looking at the VDD voltage map, the peak drop is 0.0297 mV.

** Flow run
- Per the run summary, max-cap violations total 0.
- Number of warnings in the stage logs :: 38

** Worst hold path
- The type recorded for the worst min-delay path is in2out.

** Global routing
- The number of global-route vias before repair was 332.
- Global-route wire length before repair :: 1570 um
- For this run, the total global-route usage over all layers was measured as 2.86%.
- Number of antenna violations at the first check in global routing :: 0
- Entering global routing, the biggest net connects 9 pins.
- Remaining Overflow, GRT :: 0

** Run status
- Result of the run :: finished, final reports clean
## power by group through the flow
stage	sequential, mW	combinational (mW)	clock (mW)
finish	0	0.125	0
CTS	0	0.120	0
global route	0	0.138	0
## placed cells by master (no fill, tap or decap), drive strengths merged, types with 2 or more instances in the layout
cell	instances
nand2b	2
o31a	2
buf	18
o21ai	2
inv	4
dlygate4sd2	4
mux2i	5
ha	7
o311ai	2
and2	2
a32oi	2
## worst paths after layout
| check | startpoint | slack, ns | cells past startpoint | endpoint |
|---|---|---|---|---|
| worst min-delay path | hex[3] | 1.08 | 4 | leds[3] |
| worst max-delay path | hex[0] | 0.05 | 6 | leds[1] |
## timing repair
action / 4_1_cts / 5_1_grt
hold buffers: 0 / 0
gates cloned: 0 / 0
endpoints found under the setup margin: 7 / 3
resized: 45 / 4
pin swaps: 6 / 4
setup buffers: 1 / 0
## per-stage QoR
step,power (mW),TNS (ns)
2_1_floorplan,0.0484,0
3_3_place_gp,0.121,-5.01
3_5_place_dp,0.122,-5.04
4_1_cts,0.120,0
5_1_grt,0.138,-0.00955
6_report,0.125,0
## logic make-up (layout without fill, tap and decap cells)
group | Yosys count | count (layout) | share of synthesized area (%)
buffers and inverters | 6 | 27 | 10.3
adder cells (fa/ha/maj) | 7 | 7 | 28.8
AND/OR/NAND/NOR | 10 | 10 | 18.9
multiplexers | 5 | 5 | 16.5
AND-OR/OR-AND | 9 | 9 | 25.5
## layer usage
metal  wire [um]  up-vias  part of all wire, %  track usage, %
li1            -      180                    -               -
met1         486      160                   49            3.63
met2         470        6                   48            5.38
met3          29        0                  2.9           0.227
met4           0        0                    0               0
met5           0        -                    0               0
## layout make-up
| class | count | area (um2) | share of cell area [%] |
|---|---|---|---|
| Multi-Input combinational cell | 31 | 328 | 56.0 |
| Inverter | 4 | 15.0 | 2.56 |
| Tap cell | 46 | 57.6 | 9.83 |
| Timing Repair Buffer | 23 | 185 | 31.6 |
## worst max-delay path, cell delays in order
cell      delay (ns)
buf_2           0.12
buf_6           0.13
buf_4           0.13
and2_1          0.12
o311ai_1        0.26
buf_2           0.15
No activity file was given, so power comes from the tool's default toggle rates.
